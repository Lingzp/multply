===== /design/flow/config.mk =====
export PLATFORM = sky130hd
export DESIGN_NAME = C42
export DESIGN_NICKNAME = C42
export VERILOG_FILES = /design/flow/design.v
export SDC_FILE = /design/flow/constraint.sdc
export NUM_CORES = 4
export LEC_CHECK = 1
export CORE_AREA = 10 10 138 138
export DIE_AREA = 0 0 148 148

===== /design/flow/constraint.sdc =====
current_design C42

set clk_period 1.5
set clk_io_pct 0.2

create_clock -name clk0 -period $clk_period

set non_clock_inputs [all_inputs -no_clocks]
set_input_delay [expr $clk_period * $clk_io_pct] -clock clk0 $non_clock_inputs
set_output_delay [expr $clk_period * $clk_io_pct] -clock clk0 [all_outputs]

===== /design/flow/design.v =====
module C42(c1,c2,c3,c4,cin, cout,s,ca);
parameter  size=32 ;
wire[size-1:0] p1,p2,p3;
input[size-1:0] c1,c2,c3,c4,cin;
output[size-1:0] cout,s,ca;
assign p1=c1^c2;
assign p2=c3^c4;
assign p3=p1^p2;
assign s=p3^cin;
assign ca=p3&cin | (~p3)&c4;
assign cout=p1&c3 | (~p1)&c1;
endmodule

===== /design/flow/run.sh =====
#!/bin/bash
# OpenROAD 26Q1-2900-gdf79404cd8, Yosys 0.63+post, stock flow scripts
make -C /OpenROAD-flow-scripts/flow DESIGN_CONFIG=/design/flow/config.mk WORK_HOME=/design/flow/orfs finish

==> results.txt <==
flow finished, numbers: via count=2,838, Die Ht=148 um, Max Cap Viol=0, Tool Warnings=34, Mean Syn Cell Area=between 8 and 9 um^2, Final Hold Fails=0, Tot GR Track Use=8.95%, hpwl dp=between 9 and 10 mm, CP max-delay cell=xnor3_2, Slew Limit Fails=0, Max FO, Critical Path=2, distinct cell type count after synthesis=8, Final Core Density=31.8%, Worst Path Arrival=1180 ps, RSZ-0062 raised after global routing=yes, Rows=46, CP most frequent cell=buf_6, Chip Area, Yosys=between 2000 and 2500 um^2, Non-Filler Instances=between 700 and 800, Detailed Route WL=about 11 mm, vias in the first global route=~2,900, yosys stat cell total=about 220, initial antenna violation count=2, pin count of the biggest net entering global routing=4, Die Wd=between 100 and 150 um, global placer's final weighted congestion=between 0.8 and 0.9, Floorplan Core Area=between 15,000 and 20,000 um^2, Fmax achieved=slightly below 700 MHz, leakage=2.66 nW, Worst VDD drop=roughly 0.15 mV, flop count=0, comb area leader=XOR/XNOR gates, Reg area=0 um^2, Min Clock Period, post-route=between 1000 and 1500 ps, MUX share of area=0%, Core Density at Floorplan=12.5%, top cells, area=xnor3_1, maj3_1, xnor2_1, Data required, critical path=1200 ps, Congestion Overflow GR=0, CP cell instances=buf_6 > xnor3_2 > buf_6 > xnor2_2 > buf_2, Final Setup Violations=0, DP Cell Count=about 740, yosys adder share=16.0%, # clk buffers=0, CP max stage delay=410 ps, sequential area share after synthesis=0%, status=complete, no violations, first-pass detailed-route iteration total=4, post-synth top area share=between 30% and 40%, Pwr per Cell Area=about 390 nW/um^2, AND-OR/OR-AND share of the synthesized area=between 7 and 8%, num ports=between 200 and 300, CP startpoint kind=input pin, Post-Synth XOR/XNOR Area=64.1%, die area=21,900 um^2, Initial DRC Count=around 49, Simple-Gate Area Share=about an eighth, Worst Tran Pin Value=about 240 ps, post-route ant nets=0, Slew HR=83.8%, share of cells above drive strength 1=around half, FILL cells=~1,700, post-layout period usage=98.7%, CP endpoint kind=output port, logic area=2320 um^2, Vias/cell=around 3.7, synthesized instance count=224, Hold Path Class=in -> out, overall power=roughly 2.0 mW, WS Path Type=in -> out, area grow syn2layout=153%, Post-Place Cell Area=5170 um^2, area leader, netlist=xnor3_1, WL per Instance=between 10 and 15 um, final std cell area, no fill=about 5100 um^2, I/O Buffers=between 200 and 300, first-pass GRT wire length=~16 mm, synthesis warning total=0, # DRC=0, Syn Std Cell Area=about 2000 um^2
per-stage QoR:
step | hold WS [ps] | setup TNS (ps) | setup WS, ps
finish | 928 | 0 | 19.7
global route | 940 | -81.2 | -25.7
CTS | 927 | -28.4 | -28.2
detailed placement | 1600 | -58320 | -793
global placement | 1590 | -57090 | -819
floorplan | 652 | 0 | 394
report_power, final:
group / switching [mW] / internal, mW
Sequential: 0 / 0
Combinational: 0.659 / 1.33
Clock: 0 / 0.0000000891
per-layer routing:
layer / share of wire, % / up-vias / global-route usage [%]
met3: 8.8 / 6 / 2.98
li1: - / 1434 / -
met1: 35 / 1283 / 10.0
met4: 0.55 / 2 / 0.446
met2: 55 / 113 / 16.7
met5: 0.12 / - / 0
path summary, 6_finish.rpt:
kind / start / to / slack, ps / cells after the start
worst min-delay path: c1[2] / cout[2] / 930 / 3
worst max-delay path: c2[5] / s[5] / 20 / 5
cells by family (layout without fill, tap and decap cells):
family / Yosys count / after routing
AND/OR/NAND/NOR: 64 / 64
XOR/XNOR: 96 / 96
adder cells (fa/ha/maj): 32 / 32
AND-OR/OR-AND: 32 / 32
other: 0 / 1
buffers and inverters: 0 / 330
area by class of cell:
class / instances / share of cell area, %
timing repair buffer: 330 / 49.1
multi-input combinational: 224 / 45.6
tap: 216 / 5.32
antenna: 1 / 0.0492
cell usage in the layout (no fill, tap or decap):
cell / Yosys / layout
buf_2: 0 / 107
buf_4: 0 / 63
buf_6: 0 / 31
clkbuf_2: 0 / 12
clkdlybuf4s15_1: 0 / 17
clkdlybuf4s15_2: 0 / 10
diode_2: 0 / 1
dlygate4sd2_1: 0 / 89
dlymetal6s2s_1: 0 / 1
maj3_1: 32 / 31
maj3_2: 0 / 1
nand2_1: 32 / 32
nor2_1: 32 / 31
nor2_2: 0 / 1
o21ai_1: 0 / 22
o21ai_2: 0 / 10
xnor2_1: 32 / 10
xnor2_2: 0 / 22
xnor3_1: 28 / 24
xnor3_2: 4 / 8
xor2_1: 32 / 19
xor2_2: 0 / 13
repair_timing:
action                     4_1_cts  5_1_grt
setup endpoints to repair       96       49
hold buffers                     0        0
pin swaps                      117       45
setup buffers                   40        1
gates cloned                     0        0
resized                        652      101
worst max-delay path: cells and delay by family:
family                 cells  cell delay (ps)
XOR/XNOR                   2              560
buffers and inverters      3              320
Power and IR drop assume default switching activity.
