`design/flow/design.v`:
```
module C32(c0,c1,c2,s,ca);
parameter size =32 ;
input[size-1:0] c0,c1,c2;
output[size-1:0]s,ca;
  assign s=c0^c1^c2;
  assign ca=c0&c1 | (c0 | c1)&c2;
endmodule
```
`design/flow/run.sh`:
```
#!/bin/bash
# OpenROAD 26Q1-2900-gdf79404cd8, Yosys 0.63+post, stock flow scripts
make -C /OpenROAD-flow-scripts/flow DESIGN_CONFIG=/design/flow/config.mk WORK_HOME=/design/flow/orfs finish
```
`design/flow/config.mk`:
```
export PLATFORM = sky130hd
export DESIGN_NAME = C32
export DESIGN_NICKNAME = C32
export VERILOG_FILES = /design/flow/design.v
export SDC_FILE = /design/flow/constraint.sdc
export NUM_CORES = 4
export LEC_CHECK = 1
export CORE_AREA = 10 10 91 91
export DIE_AREA = 0 0 101 101
```
`design/flow/constraint.sdc`:
```
current_design C32

set clk_period 1.0
set clk_io_pct 0.2

create_clock -name clk0 -period $clk_period

set non_clock_inputs [all_inputs -no_clocks]
set_input_delay [expr $clk_period * $clk_io_pct] -clock clk0 $non_clock_inputs
set_output_delay [expr $clk_period * $clk_io_pct] -clock clk0 [all_outputs]
```
==> results.json <==
{
  "die_area_um2": 10200,
  "yosys_warnings": 0,
  "maxCapViolCount": 0,
  "ys_seq_share_pct": 0,
  "result_of_the_run": "complete, but fails checks",
  "irDropWorstVdd_uv": 147,
  "sequential_cell_count_of_the_final_layout": 0,
  "netlist_top_cells_area": "sky130_fd_sc_hd__fa_1 100%",
  "postSynthCellCount": 32,
  "cp-end-kind": "output port",
  "design.core.area_um2": 6350,
  "grt_pass1_vias": 1164,
  "number_of_rows_created_at_floorplan": 29,
  "insertedDiodeCount": 0,
  "postLayoutCellArea_um2": 1960,
  "drt_drc_violations_left": 0,
  "rsz_0062_raised_after_global_routing": "yes",
  "maxClockFrequency_mhz": 874,
  "relSlewSlack_pct": 94.7,
  "global_route_wire_length_before_repair_mm": 6.71,
  "post_cts_hold_buffer_count": 0,
  "drtIter0Drc": 0,
  "clkbuf_count": 0,
  "tool_warnings": 34,
  "grt_max_degree": 2,
  "routed_wl_mm": 4.40,
  "dpl_cell_area_um2": 2340,
  "min_cycle_time_layout_ps": 1140,
  "drive_above_1_share_pct": 100,
  "timing.critical_path.fanout_max": 1,
  "cp_data_required_time_ps": 800,
  "final_layout_top_logic_cell": "sky130_fd_sc_hd__buf_2",
  "most_instantiated_logic_cells_after_routing": "106 x sky130_fd_sc_hd__buf_2, 54 x sky130_fd_sc_hd__buf_6, 32 x sky130_fd_sc_hd__fa_2",
  "antenna_violating_nets_post_route": 0,
  "die-width_um": 101,
  "synth_top_area_share_pct": 100,
  "setup_violations": 32,
  "pin_count": 160,
  "io_buffer_count": 160,
  "core_util_floorplan_pct": 10.1,
  "synthesis.area_um2": 641,
  "crit_path_start_kind": "input port",
  "dpl_worst_slack_ps": -899,
  "power-per-cell-area_nw_per_um2": 406,
  "drt-wirelength-per-cell_um": 16.4,
  "die_height_um": 101,
  "syn_to_final_growth_pct": 205,
  "grt_usage_pct": 8.33,
  "routed-via-count": 915,
  "first_pass_iters": 1,
  "netlist.top_cell.by_area": "sky130_fd_sc_hd__fa_1",
  "total_leakage_power_nw": 0.951,
  "avgSynthCellArea_um2": 20.0,
  "drv_slew": 0,
  "antenna_found_initial": 0,
  "area.sequential_um2": 0,
  "finalWeightedCongestion": 0.736,
  "type_of_the_worst_min_delay_path": "input port to output port",
  "cp.arrival_ps": 940,
  "critical_path_class": "input port to output port",
  "via_per_inst": 3.40,
  "setup_slack_ps": -145,
  "synthDistinctLibCells": 1,
  "finalHoldViolCount": 0,
  "layout_worst_path_cycle_share_pct": 114,
  "detailedPlacementHpwl_mm": 4.33,
  "tightest_slew_ps": 78.8,
  "grt_overflow": 0,
  "synth_stat.cells": 32,
  "yosysChipArea_um2": 641,
  "violations_in_the_final_reports": "setup timing",
  "finalPower_uw": 794
}
-- metal layers --
layer / up-vias / share of wire [%] / GRT usage [%]
met3: 0 / 19 / 5.89
met4: 0 / 0 / 0
met2: 75 / 55 / 14.9
li1: 416 / - / -
met5: - / 0 / 0
met1: 424 / 26 / 8.11
-- worst max-delay path, cell delays in order --
cell and delay (ps):
sky130_fd_sc_hd__buf_6 90, sky130_fd_sc_hd__fa_2 550, sky130_fd_sc_hd__buf_2 100
-- synthesized netlist by cell type, drive strengths merged --
| cell type | number |
|---|---|
| fa | 32 |
-- final cells by class --
class / instances / area (µm²)
Multi-Input combinational cell: 32 / 721
Fill cell: 676 / 4390
Timing Repair Buffer: 160 / 1140
Tap cell: 77 / 96.3
-- worst paths after layout --
| check | from | endpoint | slack [ps] | cells past startpoint |
|---|---|---|---|---|
| worst min-delay path | c0[8] | ca[8] | 710 | 3 |
| worst max-delay path | c2[24] | s[24] | -140 | 3 |
-- power breakdown --
group          total, mW  leakage, nW  switching [mW]  internal, mW
Combinational      0.794        0.951           0.249         0.545
Sequential             0            0               0             0
Clock                  0            0               0             0
Total              0.794        0.951           0.249         0.545
-- per-stage QoR --
step	cells	TNS (ps)	hold slack [ps]	util [%]
after floorplan	32	0	503	-
after CTS	269	-4340	716	28.9
after detailed placement	269	-49410	1490	36.8
after global routing	269	-4800	722	30.8
after global placement	269	-49310	1480	36.8
final	269	-4060	709	30.8
-- kinds of logic after synthesis --
family | count (synthesis) | synth area share, %
fa+ha+maj | 32 | 100
-- repair_timing --
item,in CTS,in global routing
endpoints found under the hold margin,0,0
setup endpoints to repair,64,39
pin swaps,31,19
setup buffers,0,0
resized,649,20
Power figures rest on the tool's default switching activity, not on a simulated workload.
